File: flow/design.v
module func_unit(
  input [3:0]  FS,
  input [4:0]  SH,
  input [31:0] A,
  input [31:0] B,
  output reg V,
  output reg C,
  output reg N,
  output reg Z,
  output reg [31:0] F
);
  parameter T_A    = 4'b0000,
            A_A1   = 4'b0001,
            A_AB   = 4'b0010,
            A_AB1  = 4'b0011,
            A_ANB  = 4'b0100,
            A_ANB1 = 4'b0101,
            S_A1   = 4'b0110,
            T_A2   = 4'b0111,
            LAND   = 4'b1000,
            LOR    = 4'b1001,
            LXOR   = 4'b1010,
            T_NA   = 4'b1011,
            T_B    = 4'b1100,
            LSR    = 4'b1101,
            LSL    = 4'b1110,
            ONE    = 32'h0000_0001,
            NONE   = 32'hFFFF_FFFF;
  reg [31:0] NA;
  reg [31:0] NB;
  function overflow;
    input M_A, M_B, M_F;
    begin
      overflow = (M_A != M_B) | (M_A == M_F) ? 1'b0 : 1'b1; 
    end
  endfunction
  always @(*) begin
    V = 0;
    C = 0;
    F = 0;
    NA = ~A;  
    NB = ~B;
    case(FS)
      T_A    : begin
                 F = A;
               end
      A_A1   : begin
                 {C, F} = A + ONE; 
                 V = overflow(A[31], 1'b0, F[31]);
               end
      A_AB   : begin 
                 {C, F} = A + B;
                 V = overflow(A[31], B[31], F[31]);
               end
      A_AB1  : begin
                 {C, F} = A + B + ONE;
                 V = overflow(A[31], (B + ONE) >> 31, F[31]);
               end
      A_ANB  : begin
                 {C, F} = A + NB;
                 V = overflow(A[31], NB[31], F[31]);
               end
      A_ANB1 : begin
                 {C, F} = A + NB + 1;
                 V = overflow(A[31], (NB + ONE) >> 31, F[31]);
               end
      S_A1   : begin
                 {C, F} = A + NONE;
                 V = overflow(A[31], 1'b1, F[31]);
               end
      T_A2   : begin 
                 F = A;
               end
      LAND   : begin
                 F = A & B;
               end
      LOR    : begin
                 F = A | B;
               end
      LXOR   : begin
                 F = A ^ B;
               end
      T_NA   : begin
                 F = NA;
               end
      T_B    : begin
                 F = B;
               end
      LSR    : begin
                 F = B >> SH;
               end
      LSL    : begin
                 F = B << SH;
               end
    endcase
    Z = F ? 0 : 1;
    N = F[31];
  end
endmodule
module instruction_decoder (
    input  wire flush,
    input  wire [31:0] IR,
    output reg  [4:0]  DA,
    output reg  [4:0]  AA,
    output reg  [4:0]  BA,
    output reg         RW,
    output reg  [1:0]  MD,
    output reg  [1:0]  BS,
    output reg         PS,
    output reg         MW,
    output reg  [3:0]  FS,
    output reg         MB,
    output reg         MA,
    output reg         CS
    );
reg [6:0] opcode;
parameter NOP  = 7'b000_0000,
          MOVA = 7'b100_0000,
          ADD  = 7'b000_0010,
          SUB  = 7'b000_0101,
          AND  = 7'b000_1000,
          OR   = 7'b000_1001,
          XOR  = 7'b000_1010,
          NOT  = 7'b000_1011,
          ADI  = 7'b010_0010,
          SBI  = 7'b010_0101,
          ANI  = 7'b010_1000,
          ORI  = 7'b010_1001,
          XRI  = 7'b010_1010,
          AIU  = 7'b100_0010,
          SIU  = 7'b100_0101,
          MOVB = 7'b000_1100,
          LSR  = 7'b000_1101,
          LSL  = 7'b000_1110,
          LD   = 7'b001_0000,
          ST   = 7'b010_0000,
          JMR  = 7'b111_0000,
          SLT  = 7'b110_0101,
          BZ   = 7'b110_0000,
          BNZ  = 7'b100_1000,
          JMP  = 7'b110_1000,
          JML  = 7'b011_0000;
  always @(*) begin
    RW = 0;
    MD = 0;
    BS = 0;
    PS = 0;
    MW = 0;
    MB = 0;
    MA = 0;
    CS = 0;
    FS = 0;
    DA = 0;
    AA = 0;
    BA = 0;
    opcode = 0;
    if(!flush) begin
      DA = IR[24:20];
      AA = IR[19:15];
      BA = IR[14:10];
      opcode = IR[31:25];
      FS = IR[28:25];
      case(opcode)
        MOVA,
        MOVB,
        ADD ,
        SUB ,
        AND , 
        OR  ,
        XOR ,
        LSR ,
        LSL ,
        NOT  : RW = 1'b1;
        ADI ,
        SBI  : {RW, MB, CS} = 3'b1_1_1;
        ANI ,
        ORI ,
        XRI ,
        AIU ,
        SIU  : {RW, MB}             = 2'b1_1;
        LD   : {RW, MD}             = 3'b1_01;
        ST   : MW                   = 1'b1;
        JMR  : BS                   = 2'b10;
        SLT  : {RW, MD}             = 3'b1_10;
        BZ   : {BS, MB, CS}         = 4'b01_1_1;
        BNZ  : {BS, PS, FS, MB, CS} = 9'b01_1_0000_1_1;
        JMP  : {BS, MB, CS}         = 4'b11_1_1;
        JML  : {RW, BS, MB, MA, CS} = 6'b1_11_1_1_1;
      endcase
    end
  end
endmodule
module pipeline(
  input  clk, rst_n,
  input  [31:0] IR ,   
  input  [31:0] D_IN,   
  output reg [31:0] D_OUT,  
  output reg [10:0] I_ADDR,
  output reg [10:0] D_ADDR, 
  output reg im_oen,
  output reg dm_oen,
  output reg dm_wen,
  output reg halt
);
reg  [31:0] BrA, RAA;
reg  [31:0] MUX_C, PC_NEXT;
reg  [31:0] PC, PC_1, PC_2;       
reg  [1:0]  C_SELECT;
reg  [1:0]  C_SELECT_NEXT;
reg  HA, HB;                      
wire MA, MB;                      
wire CS;                          
wire ID_RW, ID_PS, ID_MW;         
wire [1:0]  ID_MD, ID_BS;         
wire [3:0]  ID_FS;                
wire [4:0]  ID_DA, ID_AA, ID_BA;  
wire [31:0] RA, RB;               
reg  [31:0] BUS_A, BUS_B;         
reg  [31:0] FWD;                  
reg  [31:0] IM;                   
reg  [4:0]  ID_SH;                
reg  flush_ID;                    
wire V, C, N, Z;                  
wire [31:0]   F;                  
reg  [31:0] EX_BUSA, EX_BUSB;     
reg  EX_RW, EX_PS, EX_MW;         
reg  [1:0]  EX_MD, EX_BS;         
reg  [4:0]  EX_DA, EX_AA, EX_BA;  
reg  [3:0]  EX_FS;                
reg  [4:0]  EX_SH;                
reg WB_RW;                        
reg [1:0]  WB_MD;                 
reg [4:0]  WB_DA;                 
reg [31:0] WB_F, WB_SLT, WB_DIN;  
reg [31:0] BUS_D;          
reg WHA, WHB;
reg dm_onext, dm_wnext;
reg halt_next;
reg [31:0] instrc, instrc_next;
  always @(posedge clk) begin
    if(!rst_n) begin
      PC     = 0;
      PC_1   = 0;
      PC_2   = 0;
      I_ADDR = 0;
      im_oen = 1'b1;
      halt   = 1'b0;
      WB_RW  = 0;
      WB_MD  = 0;
      WB_DA  = 0;
      WB_F   = 0;
      WB_SLT = 0;
      WB_DIN = 0;
      EX_FS    = 0;
      EX_RW    = 0;
      EX_DA    = 0;
      EX_MD    = 0;
      EX_BS    = 0;
      EX_PS    = 0;
      flush_ID = 0;
  end else begin
      im_oen = 1'b0;
      PC_2   = PC_1;
      PC_1   = PC;
      PC     = PC_NEXT;
      I_ADDR = PC[10:0];  
      WB_RW   = EX_RW;
      WB_MD   = EX_MD;
      WB_DA   = EX_DA;
      WB_F    = F;
      WB_SLT  = {31'b0, N ^ V};
      WB_DIN  = D_IN;
      EX_RW    = ID_RW;
      EX_DA    = ID_DA;
      EX_MD    = ID_MD;
      EX_BS    = ID_BS;
      EX_PS    = ID_PS;
      EX_MW    = ID_MW;
      EX_FS    = ID_FS;
      EX_BUSA  = BUS_A;
      EX_BUSB  = BUS_B;
      EX_SH    = ID_SH;
      flush_ID = C_SELECT;        
      D_OUT    = EX_BUSB;
      halt     = halt_next;
    end
  end
  always @(posedge clk) begin
    if(!rst_n) begin
      instrc = 0;
    end else begin
      instrc = instrc_next;
    end
  end
  always @(*) begin
    instrc_next = ((C_SELECT != 2'b00) | flush_ID | !rst_n) ? 32'b0 : IR;
    halt_next = 0;
    if(&instrc_next | halt) begin 
      halt_next = 1'b1;
    end
  end
register_file       REGF (.clk(clk), .rst_n(rst_n), .RW(WB_RW),
                          .DA(WB_DA), .AA(ID_AA)   , .BA(ID_BA), .BUS_D(BUS_D),
                          .REG_A(RA), .REG_B(RB));
instruction_decoder INSDE(.flush(|C_SELECT),
                          .IR(instrc), .DA(ID_DA), .AA(ID_AA), .BA(ID_BA),
                          .RW(ID_RW) , .MD(ID_MD), .BS(ID_BS), .PS(ID_PS), 
                          .MW(ID_MW) , .FS(ID_FS), .MB(MB)   , .MA(MA)   , .CS(CS));
  always @(*) begin
    IM      = {17'h0_0000 ,instrc[14:0]};
    ID_SH   = instrc[4:0];
    if(CS & instrc[14]) begin
      IM = {17'h1_ffff, instrc[14:0]};
    end
  end
  always @(*) begin
    case({WHA, HA, MA})
      3'b000 : BUS_A = RA;
      3'b001 : BUS_A = PC_1;  
      3'b010,
      3'b110 : BUS_A = FWD;
      3'b100 : BUS_A = BUS_D;
      default: BUS_A = 0;
    endcase
  end
  always @(*) begin
    case({WHB, HB, MB})
      3'b000 : BUS_B = RB;
      3'b001 : BUS_B = IM;  
      3'b010 : BUS_B = FWD;
      3'b100 : BUS_B = BUS_D;
      default: BUS_B = 0;
    endcase
  end
  always @(posedge clk) begin
    if(!rst_n) begin
      dm_oen = 1'b1;
      dm_wen = 1'b1;
    end else begin
      dm_oen = dm_onext;
      dm_wen = dm_wnext;
    end
  end
  always @(*) begin
    dm_onext = 1'b1;
    dm_wnext = 1'b1;
    if(ID_MW)
      dm_wnext = 1'b0;
    if(ID_MD[0])
      dm_onext = 1'b0;
    if(dm_wen) begin
      D_ADDR = BUS_A;
    end else begin
      D_ADDR = EX_BUSA;
    end
  end
func_unit FUNCUNIT(.FS(EX_FS), .SH(EX_SH), .A(EX_BUSA), .B(EX_BUSB), 
                    .V(V), .C(C), .N(N), .Z(Z), .F(F));
  always @(*) begin
    HA = (EX_RW) & (|EX_DA) & ~(MA) & (EX_DA == ID_AA);
    HB = (EX_RW) & (|EX_DA) & ~(MB) & (EX_DA == ID_BA);
    WHA= (WB_RW) & (|WB_DA) & ~(MA) & (WB_DA == ID_AA);
    WHB= (WB_RW) & (|WB_DA) & ~(MB) & (WB_DA == ID_BA);
  end
  always @(*) begin
    FWD = 0;
    case(EX_MD)
      2'b00 : FWD = F;
      2'b01 : FWD = D_IN;
      2'b10 : FWD = {31'b0, N ^ V};
    endcase
  end
  always @(*) begin
    BrA = PC_2 + EX_BUSB;
    RAA = EX_BUSA;
  end
  always @(*) begin
    case(WB_MD)
      2'b00 : BUS_D = WB_F;
      2'b01 : BUS_D = WB_DIN;
      2'b10 : BUS_D = WB_SLT;
      default:BUS_D = 0;
    endcase
  end
  always @(*) begin
      PC_NEXT = PC + 1;
    case(C_SELECT)
      2'b01 : PC_NEXT = BrA;
      2'b10 : PC_NEXT = RAA;
      2'b11 : PC_NEXT = BrA;
    endcase
  end
  always @(*) begin
    if(!flush_ID)
      C_SELECT = {EX_BS[1], (((EX_PS ^ Z) | EX_BS[1]) & EX_BS[0])};
    else
      C_SELECT = 0;
  end
endmodule
module register_file (
  input clk,
  input rst_n,
  input RW,
  input  [4:0]  DA,
  input  [4:0]  AA,
  input  [4:0]  BA,
  input  [31:0] BUS_D,
  output reg [31:0] REG_A,
  output reg [31:0] REG_B
);
  reg [31:0] R00, R01, R02, R03, R04, R05, R06, R07, R08, R09, R10, R11, R12, R13, R14, R15,
             R16, R17, R18, R19, R20, R21, R22, R23, R24, R25, R26, R27, R28, R29, R30, R31;
  always @(posedge clk) begin
    if(!rst_n) begin
      R00 = 0;
      R01 = 0;
      R02 = 0;
      R03 = 0;
      R04 = 0;
      R05 = 0;
      R06 = 0;
      R07 = 0;
      R08 = 0;
      R09 = 0;
      R10 = 0;
      R11 = 0;
      R12 = 0;
      R13 = 0;
      R14 = 0;
      R15 = 0;
      R16 = 0;
      R17 = 0;
      R18 = 0;
      R19 = 0;
      R20 = 0;
      R21 = 0;
      R22 = 0;
      R23 = 0;
      R24 = 0;
      R25 = 0;
      R26 = 0;
      R27 = 0;
      R28 = 0;
      R29 = 0;
      R30 = 0;
      R31 = 0;
    end else begin
      if(RW) begin
        case(DA)
          5'd01 : R01 = BUS_D;
          5'd02 : R02 = BUS_D;
          5'd03 : R03 = BUS_D;
          5'd04 : R04 = BUS_D;
          5'd05 : R05 = BUS_D;
          5'd06 : R06 = BUS_D;
          5'd07 : R07 = BUS_D;
          5'd08 : R08 = BUS_D;
          5'd09 : R09 = BUS_D;
          5'd10 : R10 = BUS_D;
          5'd11 : R11 = BUS_D;
          5'd12 : R12 = BUS_D;
          5'd13 : R13 = BUS_D;
          5'd14 : R14 = BUS_D;
          5'd15 : R15 = BUS_D;
          5'd16 : R16 = BUS_D;
          5'd17 : R17 = BUS_D;
          5'd18 : R18 = BUS_D;
          5'd19 : R19 = BUS_D;
          5'd20 : R20 = BUS_D;
          5'd21 : R21 = BUS_D;
          5'd22 : R22 = BUS_D;
          5'd23 : R23 = BUS_D;
          5'd24 : R24 = BUS_D;
          5'd25 : R25 = BUS_D;
          5'd26 : R26 = BUS_D;
          5'd27 : R27 = BUS_D;
          5'd28 : R28 = BUS_D;
          5'd29 : R29 = BUS_D;
          5'd30 : R30 = BUS_D;
          5'd31 : R31 = BUS_D;
        endcase
      end
    end
  end
  always @(*) begin
    case(AA)
      5'd01 : REG_A = R01;
      5'd02 : REG_A = R02;
      5'd03 : REG_A = R03;
      5'd04 : REG_A = R04;
      5'd05 : REG_A = R05;
      5'd06 : REG_A = R06;
      5'd07 : REG_A = R07;
      5'd08 : REG_A = R08;
      5'd09 : REG_A = R09;
      5'd10 : REG_A = R10;
      5'd11 : REG_A = R11;
      5'd12 : REG_A = R12;
      5'd13 : REG_A = R13;
      5'd14 : REG_A = R14;
      5'd15 : REG_A = R15;
      5'd16 : REG_A = R16;
      5'd17 : REG_A = R17;
      5'd18 : REG_A = R18;
      5'd19 : REG_A = R19;
      5'd20 : REG_A = R20;
      5'd21 : REG_A = R21;
      5'd22 : REG_A = R22;
      5'd23 : REG_A = R23;
      5'd24 : REG_A = R24;
      5'd25 : REG_A = R25;
      5'd26 : REG_A = R26;
      5'd27 : REG_A = R27;
      5'd28 : REG_A = R28;
      5'd29 : REG_A = R29;
      5'd30 : REG_A = R30;
      5'd31 : REG_A = R31;
      default:REG_A = 0;
    endcase
    case(BA)
      5'd01 : REG_B = R01;
      5'd02 : REG_B = R02;
      5'd03 : REG_B = R03;
      5'd04 : REG_B = R04;
      5'd05 : REG_B = R05;
      5'd06 : REG_B = R06;
      5'd07 : REG_B = R07;
      5'd08 : REG_B = R08;
      5'd09 : REG_B = R09;
      5'd10 : REG_B = R10;
      5'd11 : REG_B = R11;
      5'd12 : REG_B = R12;
      5'd13 : REG_B = R13;
      5'd14 : REG_B = R14;
      5'd15 : REG_B = R15;
      5'd16 : REG_B = R16;
      5'd17 : REG_B = R17;
      5'd18 : REG_B = R18;
      5'd19 : REG_B = R19;
      5'd20 : REG_B = R20;
      5'd21 : REG_B = R21;
      5'd22 : REG_B = R22;
      5'd23 : REG_B = R23;
      5'd24 : REG_B = R24;
      5'd25 : REG_B = R25;
      5'd26 : REG_B = R26;
      5'd27 : REG_B = R27;
      5'd28 : REG_B = R28;
      5'd29 : REG_B = R29;
      5'd30 : REG_B = R30;
      5'd31 : REG_B = R31;
      default:REG_B = 0;
    endcase
  end
endmodule
File: flow/run.sh
#!/bin/bash
# OpenROAD 26Q1-2900-gdf79404cd8, Yosys 0.63+post, stock flow scripts
make -C /OpenROAD-flow-scripts/flow DESIGN_CONFIG=/design/flow/config.mk WORK_HOME=/design/flow/orfs finish
File: flow/config.mk
export PLATFORM = sky130hd
export DESIGN_NAME = pipeline
export DESIGN_NICKNAME = pipeline
export VERILOG_FILES = /design/flow/design.v
export SDC_FILE = /design/flow/constraint.sdc
export NUM_CORES = 4
export LEC_CHECK = 1
export CORE_UTILIZATION = 40
export SYNTH_HDL_FRONTEND = slang
File: flow/constraint.sdc
current_design pipeline

set clk_period 41.9
set clk_io_pct 0.2

create_clock -name clk0 -period $clk_period [get_ports {clk}]

set non_clock_inputs [all_inputs -no_clocks]
set_input_delay [expr $clk_period * $clk_io_pct] -clock clk0 $non_clock_inputs
set_output_delay [expr $clk_period * $clk_io_pct] -clock clk0 [all_outputs]
==> metrics.cfg <==
[run_status]
status = finished, final reports clean

[setup_path]
cpMaxStageDelayCell = o21ai_1
slowest_delay_ns = 0.81
startpoint = EX_BUSB[11]$_DFFE_PP_
crit_top_cell = buf_4
path_class = register to primary output
critPathRequiredTime_ns = 33.52
r2r_start = EX_BUSB[11]$_DFFE_PP_
cp-start-kind = register
cp_max_fo = 28
crit_arrival_ns = 13.03
cp-end-kind = primary output

[final_timing]
relSlewSlack_pct = 12.9
hold_viol = 0
rsz0062_at_grt = false
max_freq_ghz = 0.0467
worst_slew_pin_slew_ns = 1.30
finalCriticalPeriod_ns = 21.41
fin_setup_tns_ns = 0
skew_ns = 0.0533
finalSetupViolCount = 0
worst_hold_slack_ns = 0.463
finalMaxSlewViolations = 0
worst_slack_ns = 20.49
fin_crit_sh_pct = 51.1

[synthesis]
syn_inst = 9831
ys_seq_share_pct = 35.3
ys_cells = 9831
yosysWarnings = 0
top_cell = nand2_1
yosysUniqueCellTypes = 101
ys_seq_elements = 1282
flop_cell = dfxtp_1
top_area_share_pct = 32.5
synth_area_per_cell_sq_um = 7.59
edf_count = 69
synth_chip_area_sq_um = 74600
ys_top_cells_by_count = nand2_1, dfxtp_1, a21oi_1, clkbuf_1, nor2_1
top_area_cell = dfxtp_1
ys_top_cells_by_area = dfxtp_1, nand2_1, a21oi_1, a22oi_1, a221oi_1
synth_area_sq_um = 74600
async_flop_share_pct = 0

[die]
dieArea_sq_um = 188000
coreArea_sq_um = 185000
io_pins = 124
chipWidth_microns = 434
core.rowCount = 158
fp.dieH_microns = 434
initCoreUtil_pct = 40.2

[worst_hold_path]
hp-class = register to register
hp-start = PC_1[12]$_SDFF_PN0_

[grt]
grt_pass1_vias = 80100
antenna_found_initial = 42
grt_util_all_layers_pct = 53.0
grt_pass1_wl_microns = 663000
overflow = 0
grt_max_degree = 102

[power]
powerDensity_nw_per_um2 = 36.0
leakage_nw = 28.3
ir_worst_vdd_mv = 0.0348
p_total_mw = 3.04

[clock_network]
cts_tree = done
h-tree-depth = 4
clkSinkCount = 1282
cts_hold_buf = 0
clk_pin_slew_ns = 0.06
clock_path_buffers = 3
clk_root_buffer_cell = clkbuf_16
clk_latency_ns = 0.86
cts_buffers = 144
cts_setup_buffers = 0
post_cts_resized = 0

[drt]
viasPerCell = 7.08
drt_iter0_drc = 11700
drtAntennaViolNets = 0
drc = 0
drt_wl_total_microns = 493000
first_pass_iters = 8
via_count = 87000
wl_per_cell_microns = 40.1

[placed_design]
gp_congestion = 1.11
dpl.hpwl_microns = 325000
io_buffers = 123
post-place-ws_ns = 21.84

[job]
warnings = 95
max_cap_viol_count = 0

[cells_and_area]
drive_above_1_share_pct = 10.3
areaGrowthSynthToFinish_pct = 13.4
post-route-util_pct = 45.6

cells by family (layout without fill, tap and decap cells):
group | Yosys count | in the layout | share of synthesized area, %
xor gates and xnor gates | 177 | 177 | 2.08
other | 0 | 40 | 0
DFF | 1282 | 1282 | 35.3
AOI/OAI and AO/OA | 3011 | 3011 | 27.1
muxes | 218 | 218 | 3.57
buffers and inverters | 1068 | 1004 | 5.81
adders and majority gates | 136 | 136 | 2.31
and+or+nand+nor | 3939 | 3939 | 23.8
worst max-delay path: cells and delay by family (launching register included):
family / cells / cell delay [ns]
AND-OR/OR-AND: 10 / 4.47
adder cells (fa/ha/maj): 1 / 0.78
XOR/XNOR: 2 / 0.38
flip-flops: 1 / 0.73
buffers and inverters: 7 / 3.16
AND/OR/NAND/NOR: 7 / 2.59
routing by layer:
layer,track usage (%),vias up,share of wire (%)
li1,-,35300,-
met1,59.0,41100,33
met2,72.0,7574,40
met3,29.7,2942,16
met4,45.6,56,12
met5,6.51,-,0.34
area by class of cell:
| cell class | count | area [sq um] |
|---|---|---|
| clock inverters | 60 | 925 |
| clock buffers | 205 | 4140 |
| inverters | 142 | 541 |
| flip-flops and latches | 1282 | 26400 |
| multi-input cells | 7481 | 44700 |
| well taps | 2480 | 3100 |
| diodes | 40 | 100 |
| repair buffers | 597 | 4790 |
| fillers | 18200 | 101000 |
placed cells by master, fill, tap and decap left out, types with 45 or more instances in the layout:
cell type,netlist,final
nand2_1,2188,2167
dfxtp_1,1213,1207
a21oi_1,1206,1206
nor2_1,555,496
buf_4,14,474
a22oi_1,412,412
a221oi_1,328,328
a22o_1,296,296
nor3_1,218,200
nand4_1,187,187
nand3_1,182,174
and2_1,174,174
mux2i_1,156,156
o21ai_0,155,154
clkbuf_16,0,147
inv_1,137,137
xnor2_1,133,133
ha_1,133,133
clkdlybuf4s50_1,0,122
a211oi_1,80,80
nor4_1,73,71
edfxtp_1,69,69
o211ai_1,67,67
nor3_4,11,49
nor2b_1,50,48
o22ai_1,48,48
and3_1,54,47
o21ai_1,44,45
where the power goes:
group | switching [mW] | internal (mW)
clock network | 0.587 | 0.781
logic | 0.307 | 0.112
registers | 0.0143 | 1.24
total | 0.909 | 2.13
final timing paths:
| check | endpoint | slack, ns | cells after the start |
|---|---|---|---|
| min | PC_2[12]$_SDFF_PN0_ | 0.46 | 1 |
| max reg2reg | EX_BUSA[28]$_DFFE_PP_ | 29.43 | 26 |
| min reg2reg | PC_2[12]$_SDFF_PN0_ | 0.46 | 1 |
| max | D_ADDR[10] | 20.49 | 27 |
per-stage QoR:
stage	cell area (sq um)	std cells
finish	84600	12300
global route	84500	12300
CTS	84500	12200
detailed placement	79500	12000
global placement	79500	12000
floorplan	74600	9831
No activity file was given, so power comes from the tool's default toggle rates.
